`/design/flow/design.v`:
```
`timescale 1ns / 1ps
module half_adder(sum,carry,a,b);
input a,b;
output sum,carry;
assign sum = a^b;
assign carry = a&b;
endmodule
module full_adder(sum,c_out,x,y,c_in);
input x , y , c_in;
output c_out,sum;
wire w_1,w_2,w_3;
xor(w_1,x,y);
xor(sum,w_1,c_in);
and(w_2,w_1,c_in);
and(w_3,x,y);
or(c_out,w_3,w_2);
endmodule
module wallace(prod , a , b);
input [3:0] a,b;
output [7:0] prod;
reg [3:0] lay1 , lay2 , lay3 , lay4;
integer i;
always @(a or b)
for (i = 0; i<4;i=i+1)
begin
lay1[i] <= a[i] & b[0]; 
lay2[i] <= a[i] & b[1];
lay3[i] <= a[i] & b[2];
lay4[i] <= a[i] & b[3];
end
wire s1,s2,s3,s4,s5,s6,c2,c3,c4,c5;
assign s1 = lay1[0];
half_adder A(s2,c2,lay1[1],lay2[0]);
full_adder B(s3,c3,lay1[2],lay2[1],lay3[0]);
full_adder C(s4,c4,lay1[3],lay2[2],lay3[1]);
half_adder D(s5,c5,lay2[3],lay3[2]);
assign s6 = lay3[3];
wire s7,s8,s9,s10,s11,s12,s13,s14,s15,c7,c8,c9,c10,c11,c12,c13,c14;
half_adder E(s7,c7,s3,c2);
full_adder F(s8,c8,s4,c3,lay4[0]);
full_adder G(s9,c9,s5,c4,lay4[1]);
full_adder H(s10,c10,s6,c5,lay4[2]);
assign s11 = lay4[3];
half_adder I(s12,c11,s8,c7);
full_adder J(s13,c12,s9,c8,c11);
full_adder K(s14,c13,s10,c9,c12);
full_adder L(s15,c14,s11,c10,c13);
assign prod[0] = s1;     
assign prod[1] = s2;
assign prod[2] = s7;
assign prod[3] = s12;
assign prod[4] = s13;
assign prod[5] = s14;
assign prod[6] = s15;
assign prod[7] = c14;
endmodule
```
`/design/flow/run.sh`:
```
#!/bin/bash
# OpenROAD 26Q1-2900-gdf79404cd8, Yosys 0.63+post, stock flow scripts
make -C /OpenROAD-flow-scripts/flow DESIGN_CONFIG=/design/flow/config.mk WORK_HOME=/design/flow/orfs finish
```
`/design/flow/config.mk`:
```
export PLATFORM = sky130hd
export DESIGN_NAME = wallace
export DESIGN_NICKNAME = wallace
export VERILOG_FILES = /design/flow/design.v
export SDC_FILE = /design/flow/constraint.sdc
export NUM_CORES = 4
export LEC_CHECK = 1
export CORE_AREA = 10 10 70 70
export DIE_AREA = 0 0 80 80
```
`/design/flow/constraint.sdc`:
```
current_design wallace

set clk_period 6.3
set clk_io_pct 0.2

create_clock -name clk0 -period $clk_period

set non_clock_inputs [all_inputs -no_clocks]
set_input_delay [expr $clk_period * $clk_io_pct] -clock clk0 $non_clock_inputs
set_output_delay [expr $clk_period * $clk_io_pct] -clock clk0 [all_outputs]
```
==> summary.txt <==
The run has ended; figures from its reports follow.

The first global-routing pass estimated 1276 um of wire. The launch point of the worst min-delay path is recorded as a[0]. STA classifies the critical path startpoint as an input pin. The number of iterations in the first detailed-routing pass is 2.

The number of maximum-capacitance violations came out at 0. The cts-stage hold buffer count is 0. The cell total in the yosys stat output is 40.

The die extent in y is 80 um. The transition time at the pin with the least slew margin came out at 0.1461 ns. Per the timing report, the biggest fanout along the worst path comes to 4. The area of the die is 6400 um2. Summed over all failing endpoints, the final setup total negative slack is 0 ns. The global-route usage over all layers came out at 0.02448. The flow ran to the end, and the final reports show no timing, DRC or antenna violations.

The number of buffers and inverters on the critical path came out at 3. For this sky-water flow run, the detailed-routed wirelength per cell is reported as 8.394 um. Per the layout area report, the combinational gate area comes to 292.8 um2. After synthesis, the netlist uses 6 different library cells.

The number of warnings reported in the yosys synthesis log came out at 1. The number of cell rows came out at 21. The hold violation total from the final report is 0. The part of the cycle the worst path needs is 0.9732. The kind of end point of the critical path is an output pin. The final worst slack is 0.1691 ns. The violation tally from detailed-route iteration zero came out at 8.

The routability-driven placement congestion ratio is 0.6997. OpenSTA lists the critical path startpoint as a[3]. The critical path in this run is classified as in2out.

The timing report shows that the slowest cell on the worst path is fa_1. The number of cells in the design after placement is 94. Nets still carrying antenna violations after routing amount to 0. The filler cell count is 382. The Yosys chip area came out at 367.9 um2. The total area of sequential cells came out at 0 um2. The initial antenna violation count came to 0.

The required arrival time at the worst endpoint is 5.04 ns. The final tally of max-slew violations is 0. On the critical path the largest part of the delay comes from adder cells. Hold analysis shows the worst path with a depth of 3. The netlist area before placement is 367.9 um2. The post-CTS repair timing setup buffer count came out at 0. Switching power as a fraction of the total was reported as 0.3333. The ratio of cells with drive above 1 in the final layout came out at 0. The worst ir drop on vdd is 0.009968 mV. The clock buffer count is 0. The setup-violating endpoint count in the final report is 0.

The maximum achievable frequency is 0.1631 GHz. The number of instances in the synthesized netlist came out at 40. The share of total power dissipated in combinational logic is 1.000. Timing analysis after detailed placement gives a worst setup slack of 0.1179 ns. The final HPWL from detailed placement is 797.4 um. The biggest cell delay along the critical path came out at 0.54 ns. The minimum period implied by the final worst setup slack came out at 6.131 ns. For this configuration, the core starts out at a cell density of 0.1077. The I/O pin total came out at 16. The worst slew margin relative to its limit is 0.9023. According to the timing report, the arrival time at the worst endpoint equals 4.87 ns. The layout overhead on the synthesized area came out at 42.86%. The worst hold path class is in2out. The chip width came out at 80 um. Setup repair after global routing left no endpoint under its margin. The total congestion overflow after global routing came out at 0.

The via count of the first global-routing pass is 270. The floorplan step defined a core boundary enclosing 3416 um2. By instance count, the cell type seen most on the critical path is fa_1. The path with the worst hold slack has its endpoint at prod[0]. The count of placed standard cells in the final layout, fillers left out came out at 94. The power density over the cells is 82.39 nW/um2.

Per the cell usage report, the commonest logic cells after layout are clkdlybuf4s50_1, and2_1, fa_1. The total internal power is 0.00002886 W. Final hold analysis gives a worst-case slack of 3.526 ns.

The area after detailed placement is 525.5 um2. The warning total across the stage logs is 32. For this run, the script counts the antenna cells in the layout as 0. The final design instance area without fill is 525.5 um2. The detailed-route via count came out at 260. The per-instance average area after synthesis came out at 9.196 um2.

The aggregate routed wire length is 789 um. The fraction of the yosys area taken by sequential cells is 0. In this run the power spent charging and discharging nets is 0.00001443 W. The sequential cell count came out at 0. The count of cells resized by post-cts repair is 0. The pin count of the biggest net entering global routing came out at 5.

The power report attributes to the sequential group a share of 0. The number of port buffers is 16. Walking the worst path, the cells encountered are clkdlybuf4s50_1 > nand2_1 > fa_1 > fa_1 > inv_1 > ha_1 > fa_1 > fa_1 > fa_1 > clkdlybuf4s50_1.

The clock network fraction of design power came out at 0. The ratio of routed vias to standard cells is 2.766. Summed over all cells, the static leakage comes to 0.2307 nW.

In the routed design, unresolved DRC markers number 0. Counting only logic cells after layout, the most numerous master is clkdlybuf4s50_1.
## tightest hold or removal path: cells and delay by family
family	cells	cell delay (ns)
AND/OR/NAND/NOR	1	0.16
buffers and inverters	2	0.84
## stage by stage
stage / power, W / util
5_1_grt: 0.00005024 / 0.1538
3_3_place_gp: 0.00004507 / 0.1538
4_1_cts: 0.00004534 / 0.1538
2_1_floorplan: 0.00002831 / -
3_5_place_dp: 0.00004491 / 0.1538
6_report: 0.00004330 / 0.1538
## layout make-up
type / instances / share of cell area
Inverter: 4 / 0.02857
Multi-Input combinational cell: 28 / 0.5571
Tap cell: 46 / 0.1095
Timing Repair Buffer: 16 / 0.3048
## power by group through the flow
| stage | combinational (W) | clock [W] | sequential [W] |
|---|---|---|---|
| 6_report | 0.0000433 | 0 | 0 |
| 4_1_cts | 0.0000453 | 0 | 0 |
| 5_1_grt | 0.0000502 | 0 | 0 |
## synth_stat cells
master	number	area, um2
ha_1	4	50.05
inv_1	4	15.01
and2_1	9	56.30
nand2_1	7	26.28
buf_4	8	60.06
fa_1	8	160.2
## how the worst max path moves through the flow
stage	slack, ns	end	depth (start not counted)
after CTS	0.12	prod[6]	10
after global routing	0.03	prod[6]	10
final	0.17	prod[6]	10
## layer usage
metal / part of all wire / global-route usage / vias up
met5: 0 / 0 / -
met4: 0 / 0 / 0
met3: 0.024 / 0.001136 / 0
met2: 0.67 / 0.05457 / 4
met1: 0.31 / 0.02439 / 126
li1: - / - / 130
## logic make-up after synthesis
logic type | share of synthesized area
simple gates | 0.2245
fa+ha+maj | 0.5714
buf+inv | 0.2041
Power figures rest on the tool's default switching activity, not on a simulated workload.
