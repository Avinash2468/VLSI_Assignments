## design/flow/run.sh

```bash
#!/bin/bash
# OpenROAD 26Q1-2900-gdf79404cd8, Yosys 0.63+post, stock flow scripts
make -C /OpenROAD-flow-scripts/flow DESIGN_CONFIG=/design/flow/config.mk WORK_HOME=/design/flow/orfs finish
```

## design/flow/constraint.sdc

```tcl
current_design radix2fft

set clk_period 2.7
set clk_io_pct 0.2

create_clock -name clk0 -period $clk_period

set non_clock_inputs [all_inputs -no_clocks]
set_input_delay [expr $clk_period * $clk_io_pct] -clock clk0 $non_clock_inputs
set_output_delay [expr $clk_period * $clk_io_pct] -clock clk0 [all_outputs]
```

## design/flow/design.v

```verilog
`timescale 1ns / 1ps
module butterfly2(a,b,c,d);
input signed [1:0]a;
input signed [1:0]b;
output signed [3:0]c;
output signed [3:0]d;
assign c=a+b;
assign d=a-b;
endmodule
`timescale 1ns / 1ps
module radix2fft(i0,i1,i2,i3,e,ei,f,fi,g,gi,h,hi);
input signed [1:0]i0;
input signed [1:0]i1;
input signed [1:0]i2;
input signed [1:0]i3;
output signed [3:0]e;
output signed [3:0]ei;
output signed [3:0]f;
output signed [3:0]fi;
output signed [3:0]g;
output signed [3:0]gi;
output signed [3:0]h;
output signed [3:0]hi;
wire [3:0] A,B,C,D;
butterfly2 f1(i0,i2,A,B);
butterfly2 f2(i1,i3,C,D);
assign e=(A+C);
assign ei=4'b0;
assign f=B;
assign fi=-D;
assign g=(A-C);
assign gi=4'b0;
assign h=B;
assign hi=D;
endmodule
```

## design/flow/config.mk

```make
export PLATFORM = sky130hd
export DESIGN_NAME = radix2fft
export DESIGN_NICKNAME = radix2fft
export VERILOG_FILES = /design/flow/design.v
export SDC_FILE = /design/flow/constraint.sdc
export NUM_CORES = 4
export LEC_CHECK = 1
export CORE_AREA = 10 10 70 70
export DIE_AREA = 0 0 80 80
```

==> flow_metrics.tcl <==
# place-and-route summary
set metrics [dict create \
    chipArea_um2 6400 \
    vias 505 \
    top_area_share_pct 30.64 \
    critPathArrivalTime_ns 2.21 \
    fp_util_pct 17.22 \
    die_w_um 80 \
    final_antenna_net_count 0 \
    final_cells 154 \
    dr.pass1.iters 2 \
    area_leaders "fa_1, ha_1, buf_4, inv_1, xor2_1" \
    adder_share_pct 54.04 \
    critPathKind "in2out" \
    drtIter0Drc 5 \
    period_used_pct 101.7 \
    rows 21 \
    final_util_pct 32.89 \
    hold_depth 4 \
    period_minus_slack_ns 2.746 \
    swShare_pct 36.56 \
    grt_first_pass_wirelength_mm 2.773 \
    grt_max_degree 5 \
    p_sw_uw 115.0 \
    grtUsageTotal_pct 5.159 \
    combPwrFrac_pct 100.0 \
    synth.comb.largest_family "adder cells" \
    design_area_um2 1124 \
    hold_path_startpoint "i3[0]" \
    areaGrowthSynthToFinish_pct 91.06 \
    whs_ns 1.533 \
    pre_cts_ws_ns -0.8154 \
    insertedDiodeCount 0 \
    flops 0 \
    yosys.stat.seqShare_pct 0 \
    rsz0062_at_grt "yes" \
    drv_cap 0 \
    ys_cells 66 \
    hpwlAfterDp_mm 1.338 \
    drt_drc_violations_left 0 \
    yosysTopAreaCell "fa_1" \
    worstPathRequired_ns 2.16 \
    syn_area_um2 588.1 \
    hp-class "in2out" \
    max_freq_mhz 364.2 \
    wl_mm 1.603 \
    grt_remaining_overflow 0 \
    end_kind "output port" \
    log.warning_count 44 \
    syn_inst 66 \
    min_to "fi[3]" \
    numPortBuffers 32 \
    layout.area.seq_um2 0 \
    clockPowerShare_pct 0 \
    aoi_share_pct 5.957 \
    power_frac_seq_pct 0 \
    antenna_found_initial 0 \
    intPower_uw 199.6 \
    nClkBuffers 0 \
    p_per_area_nw_per_um2 280.0 \
    dp_cells 147 \
    finalHoldViolCount 0 \
    slew_violations 0 \
    io_pins 40 \
    failed_checks "negative setup slack" \
    gp_congestion 0.7704 \
    ys_sh_xor_pct 4.468 \
    cp-start-kind "input pin" \
    viasPerCell 3.279 \
    outcome "finished with violations" \
    ys_sh_mux_pct 0 \
    yosysWarnings 0 \
    peakVddDrop_uv 102.2 \
    core_area_um2 3416 \
    path_max_fanout 3 \
    grt_pass1_vias 624 \
    dpl_cell_area_um2 962.2 \
    finalSetupViolCount 3 \
    syn_area_per_cell_um2 8.910 \
    hold_buffers 0 \
    fin_ws_ns -0.04586 \
    synthSimpleGateAreaFrac_pct 2.340 \
    synth_chip_area_um2 588.1 \
    synth_cell_types 14 \
    avgRoutedWirePerCell_um 10.41 \
    chipHeight_um 80 \
    p_leak_uw 0.0005468 \
    drive_gt1_share_pct 49.07 \
]
## repair_timing
| item | in CTS | in global routing |
|---|---|---|
| endpoints found under the setup margin | 20 | 8 |
| setup buffers | 6 | 3 |
| gates resized | 76 | 20 |
| pin swaps | 14 | 13 |
## critical path: stages
cell and delay, ns:
buf_8 0.10, ha_4 0.15, fa_2 0.57, buf_6 0.11, ha_4 0.19, a2111oi_4 0.33
a21o_1 0.12, clkbuf_2 0.09
## cell usage in the layout, fill, tap and decap left out
cell and instances:
fa_1 4, o31ai_2 1, dlygate4sd2_1 2, fa_2 5, buf_8 2, a21o_1 1
buf_4 13, ha_4 6, a21oi_2 1, nor2_1 1, inv_2 3, inv_1 14
xor2_1 2, nand2_1 1, clkbuf_2 2, inv_6 1, clkdlybuf4s50_1 15, ha_1 5
conb_1 8, inv_4 1, dlymetal6s2s_1 1, buf_2 8, a2111oi_4 1, xnor2_2 1
buf_6 8, or2_1 1
## synth_stat cells
| library cell | instances |
|---|---|
| a21o_1 | 1 |
| nand2_1 | 1 |
| fa_1 | 9 |
| a21oi_1 | 1 |
| a2111oi_2 | 1 |
| nor2_1 | 1 |
| inv_1 | 19 |
| ha_1 | 11 |
| conb_1 | 1 |
| o31ai_1 | 1 |
| xnor2_1 | 1 |
| buf_4 | 16 |
| xor2_1 | 2 |
| or2_1 | 1 |
## routing by layer
layer	GRT usage (%)	share of wire [%]
met1	5.510	37
met2	8.828	46
met3	3.409	17
met4	0	0
met5	0	0
## worst max path at each step
stage     start  endpoint  slack (ns)  cells past startpoint
4_1_cts   i3[0]      e[3]       -0.15                      8
5_1_grt   i0[0]      e[3]       -0.11                      8
6_report  i0[0]      e[3]       -0.05                      8
## metrics by stage
stage,power (uW),setup TNS [ns]
detailed placement,268.4,-7.289
CTS,298.8,-0.4247
global placement,266.6,-7.060
global route,357.0,-0.3129
floorplan,102.0,0
finish,314.6,-0.1025
## logic make-up after synthesis
logic type                 Yosys count
buffers and inverters               35
and+or+nand+nor                      3
adders and majority gates           20
xor gates and xnor gates             3
AOI/OAI and AO/OA                    4
other                                1
## power by group through the flow
stage     combinational (uW)  clock (uW)  sequential [uW]
4_1_cts                  299           0                0
5_1_grt                  357           0                0
6_report                 315           0                0
## layout make-up
cell class,instances,area [um2]
well taps,46,57.56
fillers,345,2292
repair buffers,51,447.9
inverters,19,78.83
multi-input cells,38,539.3
Power figures rest on the tool's default switching activity, not on a simulated workload.
